==> design/flow/run.sh <==
#!/bin/bash
# OpenROAD 26Q1-2900-gdf79404cd8, Yosys 0.63+post, stock flow scripts
make -C /OpenROAD-flow-scripts/flow DESIGN_CONFIG=/design/flow/config.mk WORK_HOME=/design/flow/orfs finish
==> design/flow/config.mk <==
export PLATFORM = sky130hd
export DESIGN_NAME = is61c5128
export DESIGN_NICKNAME = is61c5128
export VERILOG_FILES = /design/flow/design.v
export SDC_FILE = /design/flow/constraint.sdc
export NUM_CORES = 4
export LEC_CHECK = 1
export CORE_UTILIZATION = 50
export SYNTH_MEMORY_MAX_BITS = 65536
==> design/flow/constraint.sdc <==
current_design is61c5128

set clk_period 73.4
set clk_io_pct 0.2

create_clock -name clk0 -period $clk_period [get_ports {we_l}]

set non_clock_inputs [all_inputs -no_clocks]
set_input_delay [expr $clk_period * $clk_io_pct] -clock clk0 $non_clock_inputs
set_output_delay [expr $clk_period * $clk_io_pct] -clock clk0 [all_outputs]
==> design/flow/design.v <==
module is61c5128(
    input[18:0] address,
    inout[7:0] data,
    input ce_l,
    input oe_l,
    input we_l
    );
    wire array_out;
    wire[7:0] data_out;
    wire[7:0] data_in_delay;
    wire[7:0] debug_data0;
    wire data_dir;
    wire ce_delay;
    wire oe_delay;
    wire we_delay;
    wire[18:0] addr_delay;
    integer i;
    reg [7:0] data_array[0:1024];
    initial begin
        for (i = 0; i < 1024; i++) begin
            data_array[i] = i & 8'hFF;
        end
    end
    assign debug_data0 = data_array[10'h00];
    assign #10 addr_delay = address;
    assign #2 ce_delay = ~ce_l;  
    assign oe_delay = ~oe_l;  
    assign #3 we_delay = ~we_l;  
    assign #1 data_in_delay = data;  
    assign data_dir = ce_delay & oe_delay & ~we_delay;
    assign data = data_dir ? data_out : 8'hzz;
    assign data_out = data_array[addr_delay[10:0]];
    always @ (posedge we_l) begin
        data_array[addr_delay[10:0]] <= data_in_delay;
    end
endmodule
==> qor.json <==
{
  "status": {"value": "aborted with a tool error"},
  "failing_step": {"value": "clock tree synthesis (4_1_cts)"},
  "error": {"value": "[error] [KeplerFormal.cpp:679] Workflow failed: Iso has multiple drivers: .data0, place1150.X0"},
  "ys_top_cells_by_count": {"value": "edfxtp_1, mux2i_1, nor2_1"},
  "post_synth_top_area_cell": {"value": "edfxtp_1"},
  "cts_setup_buffers": {"value": 0},
  "synth_compound_gate_area_share": {"value": 0.0384},
  "synth.yosys.num_cells": {"value": 15700},
  "clock_tree.root_cell": {"value": "clkbuf_16"},
  "synth-simple-area-share": {"value": 0.0220},
  "syn-cell-area": {"value": 0.314, "unit": "mm2"},
  "fa_ha_area_frac": {"value": 0},
  "synth_top_flop_cell": {"value": "edfxtp_1"},
  "post_synth_num_cell_types": {"value": 53},
  "cts_sinks": {"value": 8200},
  "ys_area": {"value": 0.314, "unit": "mm2"},
  "share_of_yosys_cell_area_claimed_by_the_top_area_cell_type": {"value": 0.784},
  "synthArstFlopShare": {"value": 0},
  "numCtsBuffers": {"value": 813},
  "numSynthFlops": {"value": 8200},
  "place.detailed.hpwl": {"value": 558000, "unit": "um"},
  "placedInstanceArea": {"value": 0.326, "unit": "mm2"},
  "syn_inst": {"value": 15700},
  "clock_tree.htree_level_count": {"value": 6},
  "synthMuxAreaShare": {"value": 0.139},
  "ys.warnings.count": {"value": 2},
  "die_width": {"value": 794, "unit": "um"},
  "io_pins": {"value": 30},
  "port_buffers": {"value": 11},
  "gp_routability_congestion": {"value": 0.931},
  "top_logic_kind": {"value": "multiplexers"},
  "post_synth_tally_of_flip_flops_with_integrated_enable": {"value": 8200},
  "floorplan.die.height": {"value": 794, "unit": "um"},
  "cts_buffer_depth": {"value": 4},
  "syn_avg_cell_area": {"value": 20.0, "unit": "um2"},
  "rows": {"value": 290},
  "hold_fix_buffer_count_after_cts": {"value": 0},
  "xor_xnor_area_share": {"value": 0},
  "post_cts.resized_instances": {"value": 0},
  "netlist_top_cells_area": {"value": "edfxtp_1, mux4_2, mux2i_1"},
  "netlist.top_cell.by_instances": {"value": "edfxtp_1"},
  "synth_seq_share": {"value": 0.784},
  "fp_util": {"value": 0.503}
}
==> cell families after synthesis <==
logic type	Yosys count
flops	8200
buf+inv	1028
compound gates	1824
mux	3060
simple gates	1577
==> through the flow <==
stage	cells	worst slack, ps	total power [mW]	hold slack, ps
after floorplan	15700	15790	5.42	9650
after global placement	23700	35100	5.88	1080
after detailed placement	23700	35050	5.74	1090
No activity file was given, so power comes from the tool's default toggle rates.
